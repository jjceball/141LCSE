### /design/flow/design.v
`timescale 1ns / 1ps
module register_file#(parameter R=256,W=32,L=8) 
(  
  input clk, wen_i,
  input [L-1:0] wa_i,ra0_i,ra1_i,
  input [W-1:0] wd_i,
  output [W-1:0] rd0_o,rd1_o
);
  logic [W-1:0] rf [R-1:0];
  assign rd0_o = rf[ra0_i];
  assign rd1_o = rf[ra1_i];
  always_ff @( posedge clk )
  begin
    if (wen_i)
		rf[wa_i] <= wd_i;
  end
endmodule
### /design/flow/run.sh
#!/bin/bash
# OpenROAD 26Q1-2900-gdf79404cd8, Yosys 0.63+post, stock flow scripts
make -C /OpenROAD-flow-scripts/flow DESIGN_CONFIG=/design/flow/config.mk WORK_HOME=/design/flow/orfs finish
### /design/flow/config.mk
export PLATFORM = sky130hd
export DESIGN_NAME = register_file
export DESIGN_NICKNAME = register_file
export VERILOG_FILES = /design/flow/design.v
export SDC_FILE = /design/flow/constraint.sdc
export NUM_CORES = 4
export LEC_CHECK = 1
export CORE_UTILIZATION = 40
export SYNTH_MEMORY_MAX_BITS = 65536
### /design/flow/constraint.sdc
current_design register_file

set clk_period 31.9
set clk_io_pct 0.2

create_clock -name clk0 -period $clk_period [get_ports {clk}]

set non_clock_inputs [all_inputs -no_clocks]
set_input_delay [expr $clk_period * $clk_io_pct] -clock clk0 $non_clock_inputs
set_output_delay [expr $clk_period * $clk_io_pct] -clock clk0 [all_outputs]
==> changes_impl.md <==
### Physical design

* Ys async rst share at 0%
* Post-detailed-route count of antenna-violating nets at 0
* Drt initial violations at 18000
* VDD IR max at 0.0000489 V
* Cell Type Count at 71
* Max clock buf depth at 5
* First-pass GRT wire length at 2030 mm
* Switch share at 24.3%
* Synthesis area per yosys at 380000 sq um
* DR pass1 iterations at 9
* CP Capture Type: output port
* Hold crit path type: input pin to register
* Flops after synth at 8192
* Period utilization at 66.8%
* Final setup TNS at 0 ns
* PD cells at 55.6 nW/um^2
* DR vias at 230000
* Max transition margin at -0.417%
* CP required at 25.52 ns
* Chip area at 954000 sq um
* Post-cts hold buffer count at 0
* Avg Inst Size Synth at 19.0 sq um
* Status: finished, violations left
* Pre-CTS worst setup slack at 10.52 ns
* Failing checks: capacitance limit, slew limit
* WP buf/inv at 12
* PostCTS Resize Cnt at 0
* IO Pins at 122
* Die height at 977 um
* GPL Wtd Cong at 1.02
* Worst-path clk slew at 0.06 ns
* Post-synth EDFFs at 8192
* Register share after synthesis at 64.7%
* Core Rows at 357
* Max-cap violations at 1
* Log Warnings at 27
* Initial Utilization at 40.2%
* Total track usage at 34.3%
* Post-CTS setup buffers at 0
* Worst path most repeated cell: buf_4
* Layout area overhead at 13.5%
* DRC violations left at 0
* Fin. max-slew vios at 1
* Slowest CP cell: nor4_2
* Largest regs: rf: 8192 flops
* Hold Vio Cnt, Final at 0
* CP peak stage delay at 0.79 ns
* Clock root buffer: clkbuf_16
* Routed WL at 1500 mm
* Sequential share of power at 49.5%
* Die Wd at 977 um
* Initial antenna violation count at 168
* Fmax at 47.0 MHz
* Wire per inst at 43.4 um
* RSZ-0062 raised after global routing: no
* Core area at 946000 sq um
* Post-DP HPWL at 961 mm
* Synth Warn # at 1
* I/O Buffers at 121
* Grt total ovfl at 0
* CTS buffer count at 871
* Endpoints failing setup at 0
* Worst path cell trace: buf_16 > buf_12 > buf_4 > buf_4 > buf_4 > buf_4 > buf_4 > buf_4 > buf_4 > mux4_2 > a221oi_1 > o21ai_1 > buf_4 > nor4_2 > buf_4 > nor4_2 > clkdlybuf4s50_1
* Cell area after synthesis at 380000 sq um
* Top reg by flops: rf
* Crit path time final at 21.29 ns
* Ys flop type: edfxtp_1
* Leak at 135 nW
* Vias in the first global route at 248000
* Kind of critical path: input pin to output port
* Total clock sinks at 8192
* Crit start category: input pin
* Max reg flops at 8192
* Worst Slack Setup Final at 10.61 ns
* Worst slew pin tran at 1.49 ns
* P_int at 0.0182 W
* Via/cell ratio at 6.66
* Largest net degree at the start of global routing at 81
* Crit path max-delay family: buffers and inverters
* Crit-path max FO at 62
* Sw Pwr at 0.00582 W
* Share of layout cells above drive strength 1 at 31.9%
* H-tree lvl count at 6
* CP Data Arrival Time at 14.91 ns
* Syn Inst Count at 20000
* # Cells Yosys at 20000
* Combinational power share at 9.3%
* Clock power frac at 41.2%
* TritonCTS clock tree: done
==> worst paths after layout <==
| path | depth (start not counted) | to | start |
|---|---|---|---|
| setup / recovery | 17 | rd1_o[0] | ra1_i[0] |
| hold / removal | 1 | rf[14][31] | wd_i[31] |
==> logic make-up (layout without fill, tap and decap cells) <==
| logic type | count (synthesis) | after routing | share of synthesized area (%) |
|---|---|---|---|
| buf+inv | 1720 | 3178 | 2.38 |
| compound gates | 3432 | 3432 | 6.15 |
| mux | 5073 | 5073 | 24.8 |
| flops | 8192 | 8192 | 64.7 |
| other cells | 0 | 491 | 0 |
| simple gates | 1544 | 1544 | 1.93 |
==> cell type report <==
class	count	area (sq um)
Tap cell	12600	15700
Inverter	8	75.1
Multi-Input combinational cell	10000	128000
Antenna cell	491	1230
Sequential cell	8192	246000
Timing Repair Buffer	1612	13100
Clock buffer	1032	22600
Fill cell	78200	515000
Clock inverter	526	4330
==> cells in the mapped netlist (198+ instances only) <==
cell	count	area share, %
nand2_1	265	0.26
nor2_1	501	0.49
clkbuf_1	814	0.80
edfxtp_1	8192	65
buf_4	198	0.39
nor3_1	379	0.50
o21ai_0	321	0.42
buf_2	366	0.48
a21oi_1	809	1.1
o221ai_1	362	0.83
mux2i_1	1438	3.8
a221oi_1	263	0.61
a211oi_1	218	0.43
mux4_2	3470	21
o22ai_1	552	0.91
a22oi_1	645	1.3
==> per-layer routing <==
layer  wire length (um)  vias to the layer above  global-route usage, %
met5              16500                        -                   16.7
met4             105000                      315                   18.0
met3             359000                     3880                   35.4
met2             624000                    20700                   43.9
met1             394000                   116000                   33.0
li1                   -                    89300                      -
==> metrics by stage <==
step	util [%]	instances	total power, W	hold slack, ns	area [sq um]
after global placement	42.6	32400	0.0142	6.79	403000
after detailed placement	42.6	32400	0.0143	6.79	403000
after CTS	45.5	34000	0.0240	5.55	430000
after floorplan	-	20000	0.0132	6.48	380000
final	45.6	34500	0.0240	5.62	431000
after global routing	45.6	34400	0.0245	5.62	431000
==> placed cells by master, fill, tap and decap left out, drive strengths merged, types with 130 or more instances in the layout <==
cell type  count
nand2        266
nor4         130
a221oi       263
edfxtp      8192
diode        491
o22ai        572
buf         1532
mux2         164
a211oi       218
o21ai        322
a21oi        809
clkbuf      1037
clkinv       419
nor3         379
mux4        3471
mux2i       1438
a22oi        645
nor2         501
o221ai       362
==> power groups by stage <==
stage	Clock, W	Sequential (W)	Combinational [W]
after CTS	0.00994	0.0119	0.00216
final	0.00988	0.0119	0.00224
after global routing	0.0103	0.0119	0.00230
No activity file was given, so power comes from the tool's default toggle rates.
