==> /design/flow/run.sh <==
#!/bin/bash
# OpenROAD 26Q1-2900-gdf79404cd8, Yosys 0.63+post, stock flow scripts
make -C /OpenROAD-flow-scripts/flow DESIGN_CONFIG=/design/flow/config.mk WORK_HOME=/design/flow/orfs finish
==> /design/flow/constraint.sdc <==
current_design adder

set clk_period 12.2
set clk_io_pct 0.2

create_clock -name clk0 -period $clk_period [get_ports {clk}]

set non_clock_inputs [all_inputs -no_clocks]
set_input_delay [expr $clk_period * $clk_io_pct] -clock clk0 $non_clock_inputs
set_output_delay [expr $clk_period * $clk_io_pct] -clock clk0 [all_outputs]
==> /design/flow/design.v <==
`timescale 1ns / 1ps
module adder#(parameter W = 64)
(
 input clk,
 input [W-1:0] a_i, b_i,
 output [W:0] sum_o,
 output is_odd_o
);
   logic [W-1:0] a_r, b_r;
   logic [W:0]   sum_r;
   logic         is_odd_r;
   logic [W:0]  sum_next;
   assign sum_next = a_r + b_r;
   assign sum_o = sum_r;
   assign is_odd_o= (sum_r[0]) ? 1'b1: 1'b0;
   always_ff @(posedge clk)  
     begin
        a_r <= a_i;
        b_r <= b_i;
        sum_r <= sum_next;
     end
endmodule
==> /design/flow/config.mk <==
export PLATFORM = sky130hd
export DESIGN_NAME = adder
export DESIGN_NICKNAME = adder
export VERILOG_FILES = /design/flow/design.v
export SDC_FILE = /design/flow/constraint.sdc
export NUM_CORES = 4
export LEC_CHECK = 1
export CORE_UTILIZATION = 50
==> Slide: Implementation Results <==
Flow Results at a Glance

Run
  – Max-cap violation count: 0
  – Tool warnings: 26

STA
  – Highest clock rate: 0.273 GHz
  – Slew @ Worst Pin: 0.583 ns
  – Fin crit share: 30.0%
  – Worst setup margin: roughly 8.5 ns
  – Max_slew headroom: 60.7%
  – Post-layout min period: approximately 3.7 ns
  – RSZ-0062 raised after global routing: no
  – Setup violators final: 0
  – Skew final: around 0.0086 ns
  – Hold Fails Final Rpt: 0
  – Slew Limit Fails: 0
  – Total negative slack: 0 ns

Yosys
  – Top-count cell post-synth: dfxtp_1
  – Main synth FF type: dfxtp_1
  – Yosys warnings: 1
  – Share of Yosys cell area claimed by the top area cell type: between 40% and 50%
  – Top cell type by total area after synthesis: dfxtp_1
  – Yosys stat chip area: around 0.008 mm2
  – Count of different cell masters after synthesis: just under 70
  – Syn Inst Count: 784
  – Post-synth seq share: about half
  – Yosys cell count: ~780
  – Ys flops: 193
  – FFs w/ async S/R, synth: 0%
  – Post-Syn Area per Cell: 10.0 um2
  – Top cells by count, synth: 193 x dfxtp_1, 68 x a21oi_1, 64 x ha_1
  – Area contributors post-synth: dfxtp_1 49%, ha_1 10%, a21oi_1 4.3%
  – Syn Std Cell Area: ~0.0079 mm2
  – Flip-flops with a built-in enable: 0

Clocking
  – Clock sinks: roughly 190
  – Late-Pin Clk Latency: 0.43 ns
  – CTS tree: done
  – Post-CTS Setup Inserts: 0
  – H-tree Lvls: 4
  – Reg clk slew, reported paths: approximately 0.07 ns
  – PostCTS Resize Cnt: 0
  – Hold_buf cts: 0
  – Clk root buf: clkbuf_16
  – Maximum buffer depth of the clock tree: 2
  – CTS Buf Count: 17

Power
  – Leakage: roughly 4.4 nW
  – Worst vdd ir: around 140 uV
  – Power Density: between 150 and 200 mW/mm2

Detailed routing
  – Residual DRC: 0
  – Via density: approximately 5.4
  – Drt pass-1 iters: 5
  – Total number of vias: between 6000 and 7000
  – Final ANT Viol Nets: 0
  – DR WL/cell: roughly 16 um
  – Iteration-0 DRC Markers: 424
  – DRT Wirelength: roughly 19000 um

Outcome
  – Status: completed

Global route
  – Initial antenna violation count: 2
  – Largest net degree at the start of global routing: 18
  – Vias in the first global route: between 6000 and 7000
  – Met2 GRT Util: between 30% and 40%
  – Overall routing resource usage: approximately 24%
  – GR Overflow Total: 0
  – Grt met1 use: 36.2%
  – Most Crowded Layer GR: met2
  – Grt met3 use: 4.52%
  – First-pass GRT wire length: 30300 um

Setup path
  – Worst setup SP type: flop
  – CP endpoint kind: output port
  – Worst path buffer plus inverter count: 1
  – Worst Path Arrival: 1.23 ns
  – Crit path DRT: between 9 and 10 ns
  – Critical-path cell with the highest stage delay: clkdlybuf4s50_1
  – Worst-path cell chain: clkdlybuf4s50_1
  – WS Path Type: flop to output port
  – CP max stage delay: between 0.4 and 0.5 ns
  – CP max FO: 1
  – R2R setup slack: slightly above 9 ns
  – Kind of cell adding the most delay to the critical path: buffers and inverters

Finish
  – Final Instance Area: 0.0105 mm2
  – Fillers: between 1000 and 1500
  – Non-Filler Instances: roughly 1200
  – Syn-to-layout area delta: 33.4%
  – Ratio of cells with drive above 1 in the final layout: between 5 and 6%
  – Finished Core Util: ~70%

Placed design
  – Dpl cells: about 1200
  – Post-DP HPWL: approximately 14000 um
  – Placer Congestion: between 0.9 and 1
  – Port Buf Inserts: approximately 190
  – Dpl cell area: 0.00989 mm2
  – Pre-CTS WS: approximately 9 ns

Die
  – Core area: 0.0153 mm2
  – Area of the die: approximately 0.016 mm2
  – Row Count: 45
  – Die width: 127 um
  – Die Y: 127 um
  – Fp_density: between 50% and 60%
  – IO Count: a little under 200

Min path
  – Worst min-delay path category: flop to flop
[power breakdown]
| group | internal (W) | switching [W] | leakage (nW) |
|---|---|---|---|
| logic | 0.000201 | 0.000148 | 2.47 |
| clock network | 0.000306 | 0.000239 | 0.286 |
| registers | 0.000703 | 0.0000222 | 1.63 |
| total | 0.00121 | 0.000409 | 4.39 |
[cell families (layout without fill, tap and decap cells)]
logic type / after synthesis / count (layout) / share of synthesized area, %
xor+xnor: 57 / 57 / 6.35
compound gates: 225 / 225 / 18.8
buf+inv: 50 / 241 / 2.88
fa+ha+maj: 65 / 65 / 10.4
mux: 1 / 1 / 0.127
other cells: 0 / 2 / 0
flops: 193 / 193 / 49.2
simple gates: 193 / 193 / 12.2
[per-layer routing]
metal  part of all wire, %  wire length, um
met4                   1.7              314
met1                    47             8680
met3                   6.2             1160
met2                    45             8470
met5                     0                0
[path summary, 6_finish.rpt]
check | startpoint | depth (start not counted) | endpoint
min reg2reg | a_r[0] | 1 | sum_r[0]
min | a_r[0] | 1 | sum_r[0]
max reg2reg | a_r[0] | 11 | sum_r[42]
max | sum_r[49] | 1 | sum_o[49]
[layout by cell type, fill, tap and decap left out, drive strengths merged, types with 16 or more instances in the layout]
master / count
clkdlybuf4s50: 194
a21oi: 71
inv: 19
nand4: 26
nand2: 55
a21o: 35
xor2: 22
dfxtp: 193
clkbuf: 18
nor3: 16
ha: 64
o21ai: 54
nor2: 47
xnor2: 35
[metrics by stage]
stage | hold WS, ns | power, W
2_1_floorplan | 0.420 | 0.000899
3_3_place_gp | 0.442 | 0.00108
3_5_place_dp | 0.436 | 0.00108
4_1_cts | 0.470 | 0.00163
5_1_grt | 0.490 | 0.00170
6_report | 0.467 | 0.00162
[area by class of cell]
class	count	area [um2]	area share, %
Sequential cell	193	3860	36.9
Multi-Input combinational cell	541	3770	35.9
Timing Repair Buffer	194	1940	18.5
Clock buffer	18	429	4.09
Tap cell	211	264	2.52
Clock inverter	14	155	1.48
Inverter	15	56.3	0.537
Antenna cell	2	5.00	0.0477
[registers in the layout, indices dropped and copies added, names as in the netlist]
signal / flops
sum_r: 65
a_r: 64
b_r: 64
Power figures rest on the tool's default switching activity, not on a simulated workload.
