--- run.sh ---
#!/bin/bash
# OpenROAD 26Q1-2900-gdf79404cd8, Yosys 0.63+post, stock flow scripts
make -C /OpenROAD-flow-scripts/flow DESIGN_CONFIG=/design/flow/config.mk WORK_HOME=/design/flow/orfs finish
--- config.mk ---
export PLATFORM = sky130hd
export DESIGN_NAME = reg_file
export DESIGN_NICKNAME = reg_file
export VERILOG_FILES = /design/flow/design.v
export SDC_FILE = /design/flow/constraint.sdc
export NUM_CORES = 4
export LEC_CHECK = 1
export CORE_UTILIZATION = 40
--- constraint.sdc ---
current_design reg_file

set clk_period 50.9
set clk_io_pct 0.2

create_clock -name clk0 -period $clk_period [get_ports {clk}]

set non_clock_inputs [all_inputs -no_clocks]
set_input_delay [expr $clk_period * $clk_io_pct] -clock clk0 $non_clock_inputs
set_output_delay [expr $clk_period * $clk_io_pct] -clock clk0 [all_outputs]
--- design.v ---
module reg_file #(parameter addr_width_p = 6)
                (input clk
                ,input [addr_width_p-1:0] rs_addr_i
                ,input [addr_width_p-1:0] rd_addr_i
                ,input wen_i
                ,input [31:0] write_data_i
                ,output logic [31:0] rs_val_o
                ,output logic [31:0] rd_val_o
                );
logic [31:0] RF [2**addr_width_p-1:0];
assign rs_val_o = RF [rs_addr_i];
assign rd_val_o = RF [rd_addr_i];
always_ff @ (posedge clk)
  begin
    if (wen_i)
      RF [rd_addr_i] <= write_data_i;
  end
endmodule
==> results.yml <==
# generated from flow reports
power:
  irDropWorstVdd_uv: 31.2
  power-per-cell-area_nw_per_um2: 35.2
  cellLeakagePower_nw: 33.8
yosys:
  netlist-cell-type-count: 71
  synthesis.yosys.warnings: 1
  synth_cells: 5308
  common_cells: "sky130_fd_sc_hd__edfxtp_1, sky130_fd_sc_hd__mux4_2, sky130_fd_sc_hd__mux2i_1, sky130_fd_sc_hd__a221oi_1, sky130_fd_sc_hd__nor2_1"
  synthArstFlopShare: 0
  most_common_cell: "sky130_fd_sc_hd__edfxtp_1"
  synth.avg_cell_area_um2: 17.8
  enable_flop_cells: 2048
  ys_seq_share: 0.650
  synthesis.area_um2: 94700
  yosys-stat-area_um2: 94700
  ff_type: "sky130_fd_sc_hd__edfxtp_1"
  synth_top_area_share: 0.650
  postSynthRegisterBits: 2048
  synth_stat.cells: 5308
  synth_top_cell_by_area: "sky130_fd_sc_hd__edfxtp_1"
  post_synth_main_area_contributors: "sky130_fd_sc_hd__edfxtp_1, sky130_fd_sc_hd__mux4_2, sky130_fd_sc_hd__mux2i_1"
timing:
  max-slew-margin-rel: 0.305
  finalHoldViolCount: 0
  hold_slack_ps: 9930
  fmaxAchievable_mhz: 38.8
  finalWorstSetupSlack_ps: 25120
  worst_pin_slew_ps: 1040
  final_max_slew_viol_count: 0
  count_of_endpoints_failing_setup_in_the_final_report: 0
  grt_setup_unrepaired: "no"
  finalWorstPathRequiredPeriod_ps: 25780
  timing.final.crit_share: 0.507
  setup_tns_final_ps: 0
global_routing:
  grt_usage: 0.364
  maximum_number_of_pins_on_one_net_before_global_route_repair: 85
  grt_first_pass_wirelength_um: 534000
  grt_pass1_vias: 66000
  grt.overflow.total: 0
  grt_antenna_before_repair: 27
cts:
  postCtsHoldBufs: 0
  post-cts-setup-buffers: 0
  clkTransAtPathRegs_ps: 60
  cts.root.buffer_cell: "sky130_fd_sc_hd__clkbuf_16"
  cts.htree.levels: 4
  cts.sink_count: 2048
  tritoncts: "yes"
  cts-buffers-inserted: 213
  cts_max_path_buffers: 3
  post_cts_resize_count: 0
route:
  vias: 61500
  avgRoutedWirePerCell_um: 44.4
  number_of_vias_per_cell_after_detailed_routing: 6.94
  drt-initial-drc-count: 5327
  detail-route-antenna-nets: 0
  routed_wirelength_um: 394000
  detailedRoute.firstPassIterationCount: 9
  drc_violations_left: 0
placement:
  gp_routability_congestion: 0.979
  dp.final_hpwl_um: 231000
  portBuffers: 109
  pre_cts_slack_ps: 24940
cells_and_area:
  drive_above_1_share: 0.284
  largest_register_ffs: 2048
  fill_cells: 19700
  combGateArea_um2: 31400
  top_regs: "RF x2048"
  register_name_with_the_most_flops: "RF"
  seq_area_um2: 61500
  flow.area_growth_from_synthesis_pct: 13.3
critical_path:
  critPathMaxFanout: 47
  endpoint_kind: "output pin"
  crit_start: "rs_addr_i[0]"
  startpoint_class: "primary input"
  endpoint: "rs_val_o[10]"
  criticalPathCategory: "primary input to output pin"
  cp.arrival_ps: 15600
  required_arrival_time_at_the_worst_endpoint_ps: 40720
floorplanning:
  core_box_area_um2: 235000
  rows: 178
  chip_area_um2: 239000
  io-pin-count: 110
  floorplan_die_height_um: 488
  fp.dieW_um: 488
  core_util_at_fp: 0.402
run:
  max_cap_violations: 0
  stage_log_warnings: 26
worst_hold_path:
  timing.hold.worst.class: "primary input to flip-flop"
run_status:
  outcome: "finished clean"
==> routing by layer <==
| layer | vias up | share of wire | GRT usage | routed length (µm) |
|---|---|---|---|---|
| li1 | 23300 | - | - | - |
| met1 | 30400 | 0.27 | 0.351 | 105000 |
| met2 | 6159 | 0.42 | 0.473 | 165000 |
| met3 | 1541 | 0.22 | 0.353 | 88500 |
| met4 | 117 | 0.079 | 0.216 | 31100 |
| met5 | - | 0.0083 | 0.121 | 3260 |
==> power breakdown <==
| part | internal (mW) | switching (mW) |
|---|---|---|
| Sequential | 1.87 | 0.00489 |
| Clock | 0.885 | 0.667 |
| Combinational | 0.123 | 0.230 |
==> cell families after synthesis <==
group,after synthesis,synth area share
flip-flops,2048,0.650
AND-OR/OR-AND,1149,0.0876
multiplexers,1138,0.212
AND/OR/NAND/NOR,514,0.0250
buffers and inverters,459,0.0254
==> per-stage QoR <==
stage	std cells	total power, mW	utilization	instance area (µm²)
floorplan	5308	2.09	-	94700
global placement	8442	2.25	0.427	100000
detailed placement	8442	2.25	0.427	100000
CTS	8832	3.77	0.456	107000
global route	8842	3.85	0.456	107000
finish	8867	3.78	0.456	107000
==> cells in the final DEF (no fill, tap or decap), types with 15 or more instances in the layout <==
cell                              netlist  layout
sky130_fd_sc_hd__nor2_4                 0      70
sky130_fd_sc_hd__mux2i_1              311     311
sky130_fd_sc_hd__bufinv_16              0      20
sky130_fd_sc_hd__clkinv_2               0      42
sky130_fd_sc_hd__nor3_1                18      17
sky130_fd_sc_hd__a22o_1                70      70
sky130_fd_sc_hd__clkinv_1               0      43
sky130_fd_sc_hd__o221ai_1              43      43
sky130_fd_sc_hd__a221oi_1             229     229
sky130_fd_sc_hd__nand2_1              139     137
sky130_fd_sc_hd__o21ai_0              169     169
sky130_fd_sc_hd__a22oi_1              157     157
sky130_fd_sc_hd__a221o_1               47      47
sky130_fd_sc_hd__o22ai_1              111     111
sky130_fd_sc_hd__clkbuf_1             144      49
sky130_fd_sc_hd__a211oi_1              36      36
sky130_fd_sc_hd__mux2_2               140     140
sky130_fd_sc_hd__nor2_1               202     131
sky130_fd_sc_hd__clkdlybuf4s50_1        0      69
sky130_fd_sc_hd__diode_2                0      35
sky130_fd_sc_hd__a21oi_1              180     180
sky130_fd_sc_hd__buf_2                190      33
sky130_fd_sc_hd__edfxtp_1            2048    2048
sky130_fd_sc_hd__nand2b_1              15      15
sky130_fd_sc_hd__buf_4                 55     324
sky130_fd_sc_hd__a31oi_1               19      19
sky130_fd_sc_hd__clkbuf_16              0     219
sky130_fd_sc_hd__mux4_2               679     679
sky130_fd_sc_hd__nand3_1               26      25
==> area by class of cell <==
| class | instances | share of cell area |
|---|---|---|
| clock buffer | 268 | 0.0528 |
| sequential | 2048 | 0.573 |
| tap | 3150 | 0.0367 |
| antenna | 35 | 0.000816 |
| timing repair buffer | 439 | 0.0327 |
| clock inverter | 122 | 0.0108 |
| inverter | 4 | 0.000233 |
| multi-input combinational | 2801 | 0.293 |
==> worst min-delay path by stage <==
stage                            start          to  cells past startpoint
final                 write_data_i[30]   RF[7][30]                      2
after CTS             write_data_i[30]   RF[1][30]                      2
after global routing  write_data_i[30]  RF[10][30]                      2
==> critical path, stage by stage <==
cell	delay, ps
sky130_fd_sc_hd__buf_8	430
sky130_fd_sc_hd__buf_4	650
sky130_fd_sc_hd__buf_4	660
sky130_fd_sc_hd__buf_4	710
sky130_fd_sc_hd__buf_4	680
sky130_fd_sc_hd__mux4_2	360
sky130_fd_sc_hd__o21ai_0	90
sky130_fd_sc_hd__a211oi_1	270
sky130_fd_sc_hd__nor2_1	120
sky130_fd_sc_hd__a221oi_1	680
sky130_fd_sc_hd__clkdlybuf4s50_1	610
No activity file was given, so power comes from the tool's default toggle rates.
